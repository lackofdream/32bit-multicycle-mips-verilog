**flow/config.mk**
```make
export PLATFORM = sky130hd
export DESIGN_NAME = mux4
export DESIGN_NICKNAME = mux4
export VERILOG_FILES = /design/flow/design.v
export SDC_FILE = /design/flow/constraint.sdc
export NUM_CORES = 4
export LEC_CHECK = 1
export CORE_AREA = 10 10 76 76
export DIE_AREA = 0 0 86 86
```
**flow/constraint.sdc**
```tcl
current_design mux4

set clk_period 1.1
set clk_io_pct 0.2

create_clock -name clk0 -period $clk_period

set non_clock_inputs [all_inputs -no_clocks]
set_input_delay [expr $clk_period * $clk_io_pct] -clock clk0 $non_clock_inputs
set_output_delay [expr $clk_period * $clk_io_pct] -clock clk0 [all_outputs]
```
**flow/design.v**
```verilog
module mux4 #(parameter WIDTH = 32) (
    input      [WIDTH-1 : 0] data1,
    input      [WIDTH-1 : 0] data2,
    input      [WIDTH-1 : 0] data3,
    input      [WIDTH-1 : 0] data4,
    input      [      1 : 0] select,
    output reg [WIDTH-1 : 0] out
    );
    always @ ( * ) begin
        case (select)
            2'b00: out <= data1;
            2'b01: out <= data2;
            2'b10: out <= data3;
            2'b11: out <= data4;
        endcase
    end
endmodule  
```
**flow/run.sh**
```bash
#!/bin/bash
# OpenROAD 26Q1-2900-gdf79404cd8, Yosys 0.63+post, stock flow scripts
make -C /OpenROAD-flow-scripts/flow DESIGN_CONFIG=/design/flow/config.mk WORK_HOME=/design/flow/orfs finish
```
==> impl_metrics.ini <==
; generated from flow reports
[critical_path]
cp-end-kind = primary output
path_common_cell = buf_12
path_class = in -> out
cp.arrival_ps = 1170
critical-path-max-stage-delay_ps = 490
critPathSlowestCell = mux4_2
setup.worst_path.start_class = input port
crit_chain = buf_12 > buf_12 > buf_6 > mux4_2 > buf_2
crit_fanout = 8
cp.required_ps = 880

[floorplan]
die_w_um = 86
boundaryPins = 162
core_area_mm2 = 0.00412
rows = 23
dieArea_mm2 = 0.00740
fp_util_pct = 19.8
die_h_um = 86

[route]
drc = 0
antenna_cells = 0
drt_iter0_drc = 53
wl_per_cell_um = 23.4
num_vias = 1202
finalWirelength_um = 6050
avgViaCountPerCell = 4.64
final_antenna_net_count = 0
first_pass_iters = 4

[timing]
fin_crit_sh_pct = 126
fin_ws_ps = -291
finalSetupViolations = 32
fin_setup_tns_ps = -7330
hold_violations = 0
tightestPinTransition_ps = 101
max_freq_mhz = 719
report.final.slew_viol_count = 0
rsz0062_at_grt = yes
period_minus_slack_ps = 1390
maxSlewHeadroom_pct = 93.2

[finish]
flops = 0
seqCellArea_um2 = 0
lay_top_count = dlygate4sd2_1
layout-drive-gt1-share_pct = 38.8
nClkBuffers = 0
mostFrequentLayoutCells = dlygate4sd2_1, mux4_2, buf_2, buf_4, buf_12
synthToLayoutAreaGrowth_pct = 186
final_core_util_pct = 56.6

[power_and_ir_drop]
leakage_nw = 1.15
power_density_mw_per_mm2 = 331
max-vdd-ir-drop_uv = 150

[synth]
ys_seq_share_pct = 0
yosysWarnings = 1
netlist_area_um2 = 815
avgSynthCellArea_um2 = 20.9
yosys-stat-area_um2 = 815
ys_cells = 39
syn_inst = 39
synth.distinct_cells = 5

[placement]
dp_slack_ps = -849
dp.final_hpwl_um = 5270
gp_congestion = 0.884
port_buffers = 162

[job]
max_cap_viol_count = 0
warning_count = 36

[global_route]
grt_start_max_net_pins = 17
grt.total_usage_pct = 16.1
grt-ovfl-total = 0
grt_pass1_wl_um = 8910
grt_pass1_vias = 1412
antenna_found_initial = 0

[run_status]
violations = setup timing
status = complete, but fails checks

[worst_hold_path]
whs_path_depth = 3
holdCritPathClass = in -> out
[metrics by stage]
step / power (W) / area [um^2] / hold WS (ps) / instances
after detailed placement: 0.000985 / 2470 / 1340 / 248
after global routing: 0.000836 / 2330 / 862 / 259
after global placement: 0.000980 / 2470 / 1340 / 248
final: 0.000771 / 2330 / 818 / 259
after CTS: 0.000787 / 2320 / 928 / 258
after floorplan: 0.000261 / 823 / 526 / 39
[final timing paths]
check / start / end / slack [ps]
setup / recovery: select[0] / out[7] / -290
hold / removal: data3[26] / out[26] / 820
[final cells by class]
class | instances | area (um^2)
Fill cell | 389 | 1790
Multi-Input combinational cell | 32 | 721
Tap cell | 50 | 62.6
Timing Repair Buffer | 177 | 1550
[cells in the mapped netlist (all sizes together)]
cell type / number / share of area (%)
mux4: 32 / 89
buf: 7 / 11
[per-layer routing]
| layer | GRT usage [%] | vias up | part of all wire, % |
|---|---|---|---|
| met5 | 0 | - | 0 |
| met4 | 0 | 0 | 0 |
| met3 | 7.72 | 0 | 13 |
| met2 | 29.3 | 88 | 54 |
| met1 | 17.4 | 565 | 33 |
| li1 | - | 549 | - |
[cell families after synthesis]
logic type	count (synthesis)	share of synthesized area [%]
buffers and inverters	7	10.6
muxes	32	89.4
[timing repair]
| item | in CTS | in global routing |
|---|---|---|
| setup endpoints to repair | 32 | 32 |
| buffers inserted | 7 | 1 |
| endpoints found under the hold margin | 0 | 0 |
| hold buffers | 0 | 0 |
| cloned | 3 | 0 |
| gates resized | 243 | 2 |
[worst max-delay path, delay by kind of cell]
family	cells	cell delay [ps]
buffers and inverters	4	460
muxes	1	490
[report_power, final]
part | switching [W] | total [W] | leakage, nW | internal (W)
sequential | 0 | 0 | 0 | 0
clock | 0 | 0 | 0 | 0
combinational | 0.000195 | 0.000771 | 1.15 | 0.000576
total | 0.000195 | 0.000771 | 1.15 | 0.000576
No activity file was given, so power comes from the tool's default toggle rates.
