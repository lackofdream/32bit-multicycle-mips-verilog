### flow/design.v
module dff #(parameter WIDTH = 32) (
    input clk, reset, en,
    input      [WIDTH-1 : 0] d,
    output reg [WIDTH-1 : 0] q
    );
    always @ (posedge clk) begin
        if (reset)
            q <= {(WIDTH-1) {1'b0}};
        else if (en)
            q <= d;
    end
endmodule  
module PC (
    input           clk, reset,
    input  [15 : 0] next_ins,
    input           PCWrite,
    output [15 : 0] ins
    );
    dff #(16) _pc(clk, reset, PCWrite, next_ins, ins);
endmodule  
### flow/run.sh
#!/bin/bash
# OpenROAD 26Q1-2900-gdf79404cd8, Yosys 0.63+post, stock flow scripts
make -C /OpenROAD-flow-scripts/flow DESIGN_CONFIG=/design/flow/config.mk WORK_HOME=/design/flow/orfs finish
### flow/config.mk
export PLATFORM = sky130hd
export DESIGN_NAME = PC
export DESIGN_NICKNAME = PC
export VERILOG_FILES = /design/flow/design.v
export SDC_FILE = /design/flow/constraint.sdc
export NUM_CORES = 4
export LEC_CHECK = 1
export CORE_AREA = 10 10 74 74
export DIE_AREA = 0 0 84 84
### flow/constraint.sdc
current_design PC

set clk_period 1.0
set clk_io_pct 0.2

create_clock -name clk0 -period $clk_period [get_ports {clk}]

set non_clock_inputs [all_inputs -no_clocks]
set_input_delay [expr $clk_period * $clk_io_pct] -clock clk0 $non_clock_inputs
set_output_delay [expr $clk_period * $clk_io_pct] -clock clk0 [all_outputs]
==> GITHUB_STEP_SUMMARY <==
### Flow metrics

| Metric | Value |
|---|---|
| CTS tree | `done` |
| Status | `finished clean` |
| Commonest flop | `dfxtp_1` |
| Buf+Inv Stages, Crit Path | `1` |
| Cell Area, Synth | `581 sq um` |
| Fin. max-slew vios | `0` |
| CP Max Fanout | `2` |
| Leak | `0.000466 uW` |
| Period utilisation layout | `93.6%` |
| HP Start | `_pc.q[4]$_SDFFE_PP0P_` |
| ANT cells | `0` |
| Min-Delay Path Depth | `2` |
| Fin crit period | `0.936 ns` |
| Register-to-Register Path Depth | `2` |
| Setup violations, final | `0` |
| Mapped Cells | `52` |
| Top area cell types | `dfxtp_1 55%, mux2i_1 28%, nor2_1 10%` |
| Clock Tree Buf Depth | `2` |
| Log Warnings | `25` |
| Max reg flops | `16` |
| Hold EP | `_pc.q[4]$_SDFFE_PP0P_` |
| Worst path cell trace | `clkdlybuf4s15_1` |
| Vias per std cell | `3.35` |
| Slew @ Worst Pin | `0.147 ns` |
| Worst Hold Class | `register to register` |
| GR Util All Layers | `4.60%` |
| Antenna violations before repair | `0` |
| Vias in the first global route | `517` |
| Drt pass-1 iters | `2` |
| Max-Cap Viols | `0` |
| CP required | `0.80 ns` |
| Yosys Instances | `52` |
| Max IR drop VDD | `528 uV` |
| Area delta synth->final | `85.3%` |
| WS Path Type | `register to output pin` |
| Syn_area_per_cell | `11.2 sq um` |
| Largest net degree at the start of global routing | `17` |
| IO buf count | `34` |
| Crit path DAT | `0.74 ns` |
| R2R Path End | `_pc.q[7]$_SDFFE_PP0P_` |
| Post-synth regs | `16` |
| Yosys Chip Area | `581 sq um` |
| Post-synthesis sequential area ratio | `55.2%` |
| Initial drt markers | `1` |
| DR WL/cell | `11.5 um` |
| DR DRC count | `0` |
| Number of cells on the critical path | `1` |
| CTS Buf Count | `3` |
| Die Ht | `84 um` |
| Detail Route Antenna Nets | `0` |
| Final hold violations | `0` |
| Max stage delay on crit path | `0.33 ns` |
| Global-route wire length before repair | `2670 um` |
| Skew final | `0 ns` |
| Worst hold slack | `0.479 ns` |
| Worst setup margin | `0.0641 ns` |
| Async SR Flop Fraction | `0%` |
| H-tree Lvls | `1` |
| Core area | `3970 sq um` |
| Largest type area fraction | `55.2%` |
| Worst setup EP type | `output pin` |
| Final WL | `1590 um` |
| Largest Register | `_pc.q` |
| Critical path's top delay family | `flip-flops` |
| Die width | `84 um` |
| Setup_tns | `0 ns` |
| Dominant cell type by area after synthesis | `dfxtp_1` |
| Post-CTS Hold Buffers | `0` |
| Root buffer cell | `clkbuf_8` |
| Fraction of layout cells with a size suffix above 1 | `25.0%` |
| Fp util | `14.6%` |
| Max-Slew Margin vs Limit | `89.9%` |
| Worst R2R Setup Slack | `0.39 ns` |
| Clock sinks | `16` |
| Flip-flops with a built-in enable | `0` |
| Pre-CTS setup slack | `-0.276 ns` |
| FF-to-FF Start | `_pc.q[7]$_SDFFE_PP0P_` |
| Post-CTS Repair Setup Buffers | `0` |
| Grt total ovfl | `0` |
| Slowest cell on crit path | `dfxtp_2` |
| Io pins | `35` |
| Clk latency of the worst-skew pair | `0.24 ns` |
| Vias | `462` |
| Netlist cell types | `7` |
| Die Size | `7060 sq um` |
| Gpl congestion | `0.762` |
| Regs by FF count | `_pc.q: 16 flops` |
| Synth top cells by count | `16 x dfxtp_1, 16 x mux2i_1, 16 x nor2_1` |
| Power Density | `1290 nW/um^2` |
| YS warnings | `1` |
| Critical Path Source Type | `register` |
| Clock slew at reported path FFs | `0.06 ns` |
| Max Clock Freq | `1070 MHz` |
| RSZ-0062 raised after global routing | `no` |
| Row count | `23` |
## area by class of cell
| type | count | area, sq um |
|---|---|---|
| Fill cell | 401 | 2900 |
| Timing Repair Buffer | 37 | 412 |
| Sequential cell | 16 | 340 |
| Clock buffer | 3 | 41.3 |
| Tap cell | 50 | 62.6 |
| Multi-Input combinational cell | 32 | 220 |
## cell families after synthesis
family                 after synthesis  share of synthesized area, %
DFF                                 16                          55.2
muxes                               16                          27.6
buffers and inverters                4                          6.90
and+or+nand+nor                     16                          10.3
## worst register-to-register path, cell delays in order (launching register included)
cell and delay (ns):
dfxtp_2 0.31, mux2i_1 0.14, nor2_1 0.05
## worst max-delay path by stage
stage	start	slack (ns)	end
finish	_pc.q[8]$_SDFFE_PP0P_	0.06	ins[8]
CTS	_pc.q[2]$_SDFFE_PP0P_	0.0003	ins[2]
global route	_pc.q[13]$_SDFFE_PP0P_	0.009	ins[13]
## cell usage in the layout (no fill, tap or decap), drive strengths merged
cell           netlist  final
mux2i               16     16
dlygate4sd2          0      1
bufbuf               0      1
clkdlybuf4s15        0     16
buf                  4      2
dfxtp               16     16
clkdlybuf4s50        0     17
nor2                16     16
clkbuf               0      3
## where the power goes
group / switching (uW) / total [uW] / internal, uW
clock network: 184 / 450 / 266
registers: 17.9 / 702 / 684
logic: 63.7 / 233 / 169
## metal layers
layer	wire length, um	global-route usage (%)	vias up	part of all wire, %
met2	699	7.18	24	44
met3	217	3.25	2	14
met4	9	0.304	0	0.57
met5	0	0	-	0
met1	663	5.25	192	42
li1	-	-	244	-
## through the flow
stage | power [uW] | std cells | area [sq um] | utilization, %
detailed placement | 946 | 134 | 983 | 24.8
global placement | 944 | 134 | 983 | 24.8
CTS | 1420 | 138 | 1070 | 26.8
finish | 1380 | 138 | 1080 | 27.1
global route | 1470 | 138 | 1080 | 27.1
floorplan | 783 | 52 | 581 | -
## timing repair
item | CTS | global route
pin swaps | 0 | 0
setup endpoints to repair | 23 | 8
gates resized | 41 | 8
cloned | 1 | 0
No activity file was given, so power comes from the tool's default toggle rates.
